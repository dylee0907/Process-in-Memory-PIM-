==> flow/run.sh <==
#!/bin/bash
# OpenROAD 26Q1-2900-gdf79404cd8, Yosys 0.63+post, stock flow scripts
make -C /OpenROAD-flow-scripts/flow DESIGN_CONFIG=/design/flow/config.mk WORK_HOME=/design/flow/orfs finish
==> flow/constraint.sdc <==
current_design top

set clk_period 10.2
set clk_io_pct 0.2

create_clock -name clk0 -period $clk_period [get_ports {clk}]

set non_clock_inputs [all_inputs -no_clocks]
set_input_delay [expr $clk_period * $clk_io_pct] -clock clk0 $non_clock_inputs
set_output_delay [expr $clk_period * $clk_io_pct] -clock clk0 [all_outputs]
==> flow/design.v <==
module DAC #(
    parameter Data_width_DAC=5,
    parameter DAC_constant=2
)(
    input [Data_width_DAC-1: 0] DAC_in,
    output [Data_width_DAC : 0] DAC_out 
);
assign DAC_out=DAC_in * DAC_constant;
endmodule
module Final_addition#(
    parameter Data_width_addition=14
)(
    input [Data_width_addition-1:0] pos_in,
    input [Data_width_addition-1:0] neg_in,
    output reg signed [15:0] result
);
always @(*) begin
    if(pos_in>neg_in) begin
        result = {1'b0, pos_in-neg_in};
    end
    else if(pos_in<neg_in) begin
        result = {1'b1, neg_in-pos_in};
    end
    else begin
        result = 0;
    end
end
endmodule
module SRAM #(
    parameter Data_width_SRAM=14
)(
    input enable, read, write,
    input [5:0] data_in0_pos,
    input [5:0] data_in1_pos,
    input [5:0] data_in2_pos,
    input [5:0] data_in3_pos,    
    input [5:0] data_in0_neg,
    input [5:0] data_in1_neg,
    input [5:0] data_in2_neg,
    input [5:0] data_in3_neg,    
    input [4:0] twiddle_in0,
    input [4:0] twiddle_in1,
    input [4:0] twiddle_in2,
    input [4:0] twiddle_in3,    
    output [Data_width_SRAM-1:0] data_out_pos,
    output [Data_width_SRAM-1:0] data_out_neg 
);
reg [4:0] Mem [0:3];
reg [3:0] Mem_column0;
reg [3:0] Mem_column1;
reg [3:0] Mem_column2;
reg [3:0] Mem_column3;
reg [3:0] Mem_column4;
wire [3:0] wire_Mem_column0;
wire [3:0] wire_Mem_column1;
wire [3:0] wire_Mem_column2;
wire [3:0] wire_Mem_column3;
wire [3:0] wire_Mem_column4;
wire [11:0] data_out0_pos;
wire [11:0] data_out1_pos;
wire [11:0] data_out2_pos;
wire [11:0] data_out3_pos;
wire [11:0] data_out4_pos;
wire [11:0] data_out0_neg;
wire [11:0] data_out1_neg;
wire [11:0] data_out2_neg;
wire [11:0] data_out3_neg;
wire [11:0] data_out4_neg;
assign wire_Mem_column0 = Mem_column0;
assign wire_Mem_column1 = Mem_column1;
assign wire_Mem_column2 = Mem_column2;
assign wire_Mem_column3 = Mem_column3;
assign wire_Mem_column4 = Mem_column4;
always @(posedge enable) begin
    if(write) begin  
        Mem[0] <= twiddle_in0;
        Mem[1] <= twiddle_in1;
        Mem[2] <= twiddle_in2;
        Mem[3] <= twiddle_in3;
    end
    else if(read) begin
        Mem_column0 <= {Mem[0][0], Mem[1][0], Mem[2][0], Mem[3][0]};
        Mem_column1 <= {Mem[0][1], Mem[1][1], Mem[2][1], Mem[3][1]};
        Mem_column2 <= {Mem[0][2], Mem[1][2], Mem[2][2], Mem[3][2]};
        Mem_column3 <= {Mem[0][3], Mem[1][3], Mem[2][3], Mem[3][3]};
        Mem_column4 <= {Mem[0][4], Mem[1][4], Mem[2][4], Mem[3][4]};
    end
    else begin
        Mem[0] <= 0;
        Mem[1] <= 0;
        Mem[2] <= 0;
        Mem[3] <= 0;
    end
end
SRAM_column #(
    .column_beta(2),
    .n(4)
) column0 (
    .twiddle_column(Mem_column0),
    .data_in0_pos(data_in0_pos),
    .data_in1_pos(data_in1_pos),
    .data_in2_pos(data_in2_pos),
    .data_in3_pos(data_in3_pos),
    .data_in0_neg(data_in0_neg),
    .data_in1_neg(data_in1_neg),
    .data_in2_neg(data_in2_neg),
    .data_in3_neg(data_in3_neg),
    .pos_data_out(data_out0_pos),
    .neg_data_out(data_out0_neg)
);
SRAM_column #(
    .column_beta(2),
    .n(3)
) column1 (
    .twiddle_column(Mem_column1),
    .data_in0_pos(data_in0_pos),
    .data_in1_pos(data_in1_pos),
    .data_in2_pos(data_in2_pos),
    .data_in3_pos(data_in3_pos),
    .data_in0_neg(data_in0_neg),
    .data_in1_neg(data_in1_neg),
    .data_in2_neg(data_in2_neg),
    .data_in3_neg(data_in3_neg),
    .pos_data_out(data_out1_pos),
    .neg_data_out(data_out1_neg)
);
SRAM_column #(
    .column_beta(2),
    .n(2)
) column2 (
    .twiddle_column(Mem_column2),
    .data_in0_pos(data_in0_pos),
    .data_in1_pos(data_in1_pos),
    .data_in2_pos(data_in2_pos),
    .data_in3_pos(data_in3_pos),
    .data_in0_neg(data_in0_neg),
    .data_in1_neg(data_in1_neg),
    .data_in2_neg(data_in2_neg),
    .data_in3_neg(data_in3_neg),
    .pos_data_out(data_out2_pos),
    .neg_data_out(data_out2_neg)
);
SRAM_column #(
    .column_beta(2),
    .n(1)
) column3 (
    .twiddle_column(Mem_column3),
    .data_in0_pos(data_in0_pos),
    .data_in1_pos(data_in1_pos),
    .data_in2_pos(data_in2_pos),
    .data_in3_pos(data_in3_pos),
    .data_in0_neg(data_in0_neg),
    .data_in1_neg(data_in1_neg),
    .data_in2_neg(data_in2_neg),
    .data_in3_neg(data_in3_neg),
    .pos_data_out(data_out3_pos),
    .neg_data_out(data_out3_neg)
);
SRAM_column #(
    .column_beta(2),
    .n(0)
) column4 (
    .twiddle_column(Mem_column3),
    .data_in0_pos(data_in0_pos),
    .data_in1_pos(data_in1_pos),
    .data_in2_pos(data_in2_pos),
    .data_in3_pos(data_in3_pos),
    .data_in0_neg(data_in0_neg),
    .data_in1_neg(data_in1_neg),
    .data_in2_neg(data_in2_neg),
    .data_in3_neg(data_in3_neg),
    .pos_data_out(data_out4_pos),
    .neg_data_out(data_out4_neg)
);
assign data_out_pos = data_out0_pos + data_out1_pos + data_out2_pos + data_out3_pos + data_out4_pos;
assign data_out_neg = data_out0_neg + data_out1_neg + data_out2_neg + data_out3_neg + data_out4_neg; 
endmodule
module SRAM_cell #(
    parameter Data_width_SRAM_cell=9
)(
    input twiddle_bit,
    input [Data_width_SRAM_cell-1:0] data_bits_beta,
    output [Data_width_SRAM_cell-1:0] cell_out
);
assign cell_out=data_bits_beta * twiddle_bit;
endmodule
module SRAM_column #(
    parameter column_beta=2, 
    parameter n=4
)(
    input [3:0] twiddle_column, 
    input [5:0] data_in0_pos,
    input [5:0] data_in1_pos,
    input [5:0] data_in2_pos,
    input [5:0] data_in3_pos,
    input [5:0] data_in0_neg,
    input [5:0] data_in1_neg,
    input [5:0] data_in2_neg,
    input [5:0] data_in3_neg, 
    output [12:0] pos_data_out,
    output [12:0] neg_data_out
);
wire [9:0] data_in0_beta_pos;
wire [9:0] data_in1_beta_pos;
wire [9:0] data_in2_beta_pos;
wire [9:0] data_in3_beta_pos;
wire [9:0] data_in0_beta_neg;
wire [9:0] data_in1_beta_neg;
wire [9:0] data_in2_beta_neg;
wire [9:0] data_in3_beta_neg;
wire [9:0] pos_cell_out0;
wire [9:0] pos_cell_out1;
wire [9:0] pos_cell_out2;
wire [9:0] pos_cell_out3;
wire [9:0] neg_cell_out0;
wire [9:0] neg_cell_out1;
wire [9:0] neg_cell_out2;
wire [9:0] neg_cell_out3;
assign data_in0_beta_pos=data_in0_pos * (column_beta**n);
assign data_in1_beta_pos=data_in1_pos * (column_beta**n);
assign data_in2_beta_pos=data_in2_pos * (column_beta**n);
assign data_in3_beta_pos=data_in3_pos * (column_beta**n);
assign data_in0_beta_neg=data_in0_neg * (column_beta**n);
assign data_in1_beta_neg=data_in1_neg * (column_beta**n);
assign data_in2_beta_neg=data_in2_neg * (column_beta**n);
assign data_in3_beta_neg=data_in3_neg * (column_beta**n);
SRAM_cell #(
    .Data_width_SRAM_cell(10)
) cell0_pos (
    .twiddle_bit(twiddle_column[3]), .data_bits_beta(data_in0_beta_pos), .cell_out(pos_cell_out0)
);
SRAM_cell #(
    .Data_width_SRAM_cell(10)
) cell1_pos (
    .twiddle_bit(twiddle_column[2]), .data_bits_beta(data_in1_beta_pos), .cell_out(pos_cell_out1)
);
SRAM_cell #(
    .Data_width_SRAM_cell(10)
) cell2_pos (
    .twiddle_bit(twiddle_column[1]), .data_bits_beta(data_in2_beta_pos), .cell_out(pos_cell_out2)
);
SRAM_cell #(
    .Data_width_SRAM_cell(10)
) cell3_pos (
    .twiddle_bit(twiddle_column[0]), .data_bits_beta(data_in3_beta_pos), .cell_out(pos_cell_out3)
);
SRAM_cell #(
    .Data_width_SRAM_cell(10)
) cell0_neg (
    .twiddle_bit(twiddle_column[3]), .data_bits_beta(data_in0_beta_neg), .cell_out(neg_cell_out0)
);
SRAM_cell #(
    .Data_width_SRAM_cell(10)
) cell1_neg (
    .twiddle_bit(twiddle_column[2]), .data_bits_beta(data_in1_beta_neg), .cell_out(neg_cell_out1)
);
SRAM_cell #(
    .Data_width_SRAM_cell(10)
) cell2_neg (
    .twiddle_bit(twiddle_column[1]), .data_bits_beta(data_in2_beta_neg), .cell_out(neg_cell_out2)
);
SRAM_cell #(
    .Data_width_SRAM_cell(10)
) cell3_neg (
    .twiddle_bit(twiddle_column[0]), .data_bits_beta(data_in3_beta_neg), .cell_out(neg_cell_out3)
);
assign pos_data_out=pos_cell_out0 + pos_cell_out1 + pos_cell_out2 + pos_cell_out3;
assign neg_data_out=neg_cell_out0 + neg_cell_out1 + neg_cell_out2 + neg_cell_out3;
endmodule
module XOR(
    input input_sign,
    input twiddle_sign,
    output xor_out
);
assign xor_out=input_sign ^ twiddle_sign;
endmodule
module demux #(
    parameter Data_width_demux=6    
)(
    input sel,
    input [Data_width_demux-1:0] Mux_in,
    output [Data_width_demux-1:0] Mux_out_pos,
    output [Data_width_demux-1:0] Mux_out_neg
);
assign Mux_out_pos=(sel==1'b0) ? Mux_in : 1'b0;
assign Mux_out_neg=(sel==1'b1) ? Mux_in : 1'b0;
endmodule
module top(
    input clk, read, write,
    input signed [5:0] data_in0,
    input signed [5:0] data_in1,
    input signed [5:0] data_in2,
    input signed [5:0] data_in3,
    output signed [15:0] data_out
);
wire [5:0] bits0;
wire [5:0] bits1;
wire [5:0] bits2;
wire [5:0] bits3;
wire [5:0] Mux_bit_pos0;
wire [5:0] Mux_bit_pos1;
wire [5:0] Mux_bit_pos2;
wire [5:0] Mux_bit_pos3; 
wire [5:0] Mux_bit_neg0;
wire [5:0] Mux_bit_neg1;
wire [5:0] Mux_bit_neg2;
wire [5:0] Mux_bit_neg3; 
wire [13:0] data_pos;
wire [13:0] data_neg;
wire [5:0] DAC_bits0;
wire [5:0] DAC_bits1;
wire [5:0] DAC_bits2;
wire [5:0] DAC_bits3;
twiddle_LUT lut(
    .enable(clk),
    .twiddle_bits0(bits0), 
    .twiddle_bits1(bits1), 
    .twiddle_bits2(bits2), 
    .twiddle_bits3(bits3)
);
XOR xor0(
    .input_sign(data_in0[5]), 
    .twiddle_sign(bits0[5]), 
    .xor_out(sel0)
);
XOR xor1(
    .input_sign(data_in1[5]), 
    .twiddle_sign(bits1[5]), 
    .xor_out(sel1)
);
XOR xor2(
    .input_sign(data_in2[5]), 
    .twiddle_sign(bits2[5]), 
    .xor_out(sel2)
);
XOR xor3(
    .input_sign(data_in3[5]), 
    .twiddle_sign(bits3[5]), 
    .xor_out(sel3)
);
DAC #(
    .Data_width_DAC(5), 
    .DAC_constant(2)
) dac0 (
    .DAC_in(data_in0[4:0]),
    .DAC_out(DAC_bits0)  
);
DAC #(
    .Data_width_DAC(5), 
    .DAC_constant(2)
) dac1 (
    .DAC_in(data_in1[4:0]),
    .DAC_out(DAC_bits1)  
);
DAC #(
    .Data_width_DAC(5), 
    .DAC_constant(2)
) dac2 (
    .DAC_in(data_in2[4:0]),
    .DAC_out(DAC_bits2)  
);
DAC #(
    .Data_width_DAC(5), 
    .DAC_constant(2)
) dac3 (
    .DAC_in(data_in3[4:0]),
    .DAC_out(DAC_bits3)  
);
demux #(
    .Data_width_demux(6)
) demux0 (
    .sel(sel0),
    .Mux_in(DAC_bits0),
    .Mux_out_pos(Mux_bit_pos0),
    .Mux_out_neg(Mux_bit_neg0)
);
demux #(
    .Data_width_demux(6)
) demux1 (
    .sel(sel1),
    .Mux_in(DAC_bits1),
    .Mux_out_pos(Mux_bit_pos1),
    .Mux_out_neg(Mux_bit_neg1)
);
demux #(
    .Data_width_demux(6)
) demux2 (
    .sel(sel2),
    .Mux_in(DAC_bits2),
    .Mux_out_pos(Mux_bit_pos2),
    .Mux_out_neg(Mux_bit_neg2)
);
demux #(
    .Data_width_demux(6)
) demux3 (
    .sel(sel3),
    .Mux_in(DAC_bits3),
    .Mux_out_pos(Mux_bit_pos3),
    .Mux_out_neg(Mux_bit_neg3)
);
SRAM #(
    .Data_width_SRAM(14)
) sram (
    .enable(clk),
    .read(read),
    .write(write),
    .data_in0_pos(Mux_bit_pos0),
    .data_in1_pos(Mux_bit_pos1),
    .data_in2_pos(Mux_bit_pos2),
    .data_in3_pos(Mux_bit_pos3),
    .data_in0_neg(Mux_bit_neg0),
    .data_in1_neg(Mux_bit_neg1),
    .data_in2_neg(Mux_bit_neg2),
    .data_in3_neg(Mux_bit_neg3),
    .twiddle_in0(bits0[4:0]),
    .twiddle_in1(bits1[4:0]),
    .twiddle_in2(bits2[4:0]),
    .twiddle_in3(bits3[4:0]),
    .data_out_pos(data_pos),
    .data_out_neg(data_neg)
);
Final_addition #(
    .Data_width_addition(14)
) fin_add (
    .pos_in(data_pos),
    .neg_in(data_neg),
    .result(data_out)
);
endmodule
module twiddle_LUT(
    input enable,
    output reg signed [5:0] twiddle_bits0,
    output reg signed [5:0] twiddle_bits1,
    output reg signed [5:0] twiddle_bits2,
    output reg signed [5:0] twiddle_bits3
); 
always @(posedge enable) begin
        twiddle_bits0 <= 6'b0_00_000;
        twiddle_bits1 <= 6'b0_01_101;
        twiddle_bits2 <= 6'b1_00_011;
        twiddle_bits3 <= 6'b1_01_101;
    end
endmodule
==> flow/config.mk <==
export PLATFORM = sky130hd
export DESIGN_NAME = top
export DESIGN_NICKNAME = top
export VERILOG_FILES = /design/flow/design.v
export SDC_FILE = /design/flow/constraint.sdc
export NUM_CORES = 4
export LEC_CHECK = 1
export CORE_UTILIZATION = 40
==> out/writeup.txt <==
The run finished, with violations left. The checks that failed: negative setup slack. The count of buffers from port buffering works out to 34.

Mux contribution to synthesized area: 0. The post-route cell area came out at 0.00639 mm^2. The via count of the first global-routing pass is 3,702. Dividing the detail-routed wire length by the instance count gives 12.3 um. The area growth from synthesis to layout is 57.9%. Detailed routing inserted a total of 3,936 vias. The area of the die is 0.0105 mm^2, and the overall fraction of global-route tracks in use is 0.204. Measured along the x axis, the die boundary spans 103 um. For the source-to-sink clock delay at the later pin of the worst-skew pair, the log shows 0.22 ns.

VDD sags by at most 0.303 mV. Kind of start point of the critical path: an input port. The number of cells produced by synthesis was 486. The clock transition at the registers of the reported paths came out at 0.03 ns. Along the worst path, the maximum fanout reaches 5.

The AND-OR/OR-AND share of the synthesized area is 0.186, and the average vias per placed instance is 4.81. The routed design could run at a clock period as short as 10.41 ns. The xor and xnor fraction of the mapped netlist area works out to 0.0562.

The run gives 0 for the initial antenna violation count. For the count of pins on the block boundary, the log shows 43. With the global routing usage on met2 at 0.317, the largest net degree at the start of global routing is 20. The portion of the post-synthesis area used by sequential elements was 0.0124; the cell count in the Yosys report was 486. The number of design rule violations left after detail routing was 0; the number of levels in the clock H-tree was 1.

For this design the static power due to leakage is 3.44 nW. Per the detailed placement report, the placed cell area equals 0.00542 mm^2. The run gives 0.326 as the met1 layer usage reported by global route.

The run gives 0.00977 mm^2 for the area of the core. The async set-or-reset flop fraction in the synthesized netlist is 0. The cell that appears most often on the critical path is sky130_fd_sc_hd__buf_4. Per the layout report, the design carries 744 filler cells.

Across the routed clock network, the largest skew measured is 0.00748 ns. The average instance in the mapped netlist occupies 8.33 um^2. The timing report shows that the slowest cell on the worst path is sky130_fd_sc_hd__fa_1. The busiest layer in global routing was met1. The flip-flop and latch count after synthesis works out to 2. Type of destination of the critical path: an output port. The slew at the pin with the worst max-slew slack was 0.774 ns; the met3 layer usage reported by global route was 0.0241. The critical path data arrival time was 8.37 ns; the final HPWL from detailed placement was 8040 um. The share of layout cells above drive strength 1 works out to 0.430. The run gives 0.129 for the synthesized-area fraction occupied by and/or/nand/nor cells.

The post-detailed-route count of antenna-violating nets is 0, and the number of buffers inserted for hold repair after clock tree synthesis is 0. The tools report the clock sink count as 2. The highest clock rate this design can be run at is 0.0961 GHz. The floorplan step set the die height to 103 um.

Post-route worst setup slack: -0.210 ns. The script computed a power per unit cell area of 318 mW/mm^2. At the end of routability-driven placement, the weighted congestion stood at 0.867. The tools report the worst max-slew margin expressed relative to the limit as 0.484.

Number of placement rows: 36. The clock passes through at most 2 buffers. Per the finish-stage timing summary, setup violations number 10.

According to the timing report, the data required time at the worst endpoint equals 8.16 ns. Main flop type after synthesis: sky130_fd_sc_hd__edfxtp_1. The final antenna diode tally reported by the flow is 0. The worst slack at placement is -1.27 ns, and the max-capacitance violation count is 0. For the effective utilization at floorplan, the log shows 0.414. The worst min-delay path category was flip-flop to flip-flop. Number of OpenROAD warnings: 45.

Setup repair after global routing could not meet its margin everywhere. The run gives 3 as the clock buffer count from CTS. The main combinational cell family by area after synthesis was adder cells.

With the number of DRC violations after detailed-routing iteration 0 at 97, the post-synthesis instance area is 0.00405 mm^2. The warning tally printed by Yosys for this design is 22. The adder-cell area share of the yosys netlist was 0.497. The run gives 0 for the total congestion overflow after global routing. For the count of cell types in the netlist, the log shows 50.

In the final report, the number of pins over their slew limit comes to 0. The first global-routing pass estimated 16,600 um of wire. The count of endpoints failing hold in the final timing report is 0. Clock tree synthesis selected as its root buffer the cell sky130_fd_sc_hd__clkbuf_8.

TritonCTS built the clock tree. For this run, the detailed router's first-pass iteration total came to 4. The number of flops mapped to enable cells by yosys was 1. Yosys stat chip area: 0.00405 mm^2. The post-layout period usage of the worst path works out to 1.02. The detailed router reported a total wirelength of 10,100 um.

Per STA, the highest per-stage delay on the worst path measures 0.58 ns. The critical path is of the input port to output port type. The run gives 0.422 ns for the final hold slack.
-- layer usage --
layer	up-vias	routed length, um
li1	1999	-
met1	1856	4960
met2	75	4690
met3	6	392
met4	0	67
met5	-	0
-- cell type report --
cell class	count	area, um^2	area share
timing repair buffer	207	1640	0.257
inverter	108	408	0.0638
clock buffer	4	45.0	0.00704
multi-input combinational	365	4080	0.639
sequential	2	50.0	0.00783
tap	133	166	0.0260
-- path summary, 6_finish.rpt --
| check | start | to | slack, ns | cells after the start |
|---|---|---|---|---|
| max reg2reg | sram.Mem[2][0] | sram.Mem[2][0] | 9.65 | 1 |
| min | sram.Mem[2][0] | sram.Mem_column0[1] | 0.42 | 0 |
| max | data_in1[5] | data_out[11] | -0.21 | 31 |
| min reg2reg | sram.Mem[2][0] | sram.Mem_column0[1] | 0.42 | 0 |
-- report_power, final --
part           internal, mW  switching (mW)
registers           0.00904         0.00123
logic                  1.08           0.916
clock network        0.0266         0.00716
total                  1.11           0.924
-- logic make-up (layout without fill, tap and decap cells) --
logic type,count (synthesis),count (layout)
other cells,1,2
fa+ha+maj,126,126
buf+inv,120,319
compound gates,109,109
flops,2,2
simple gates,102,102
xor+xnor,26,26
-- critical path: cells and delay by family --
kind                       cells  cell delay, ns
adders and majority gates      8            3.37
AOI/OAI and AO/OA              2            0.28
and+or+nand+nor                8            1.15
buffers and inverters         12            1.33
xor gates and xnor gates       1            0.17
-- synth_stat cells (all sizes together), types with 8 or more instances --
master	instances	area [um^2]
inv	108	405
ha	68	851
fa	58	1160
a21oi	37	200
nand2	23	86.3
a21o	18	135
nand3	18	90.1
nor2	16	62.6
xnor2	14	123
xor2	12	105
o21ai	11	55.1
nor2b	10	62.6
o21bai	9	67.6
buf	8	60.1
-- metrics by stage --
stage | total power [mW] | util | setup TNS (ns) | cells
finish | 2.04 | 0.654 | -0.700 | 819
global route | 2.24 | 0.654 | -3.65 | 819
CTS | 1.92 | 0.629 | -1.52 | 809
detailed placement | 1.68 | 0.555 | -15.01 | 766
global placement | 1.67 | 0.555 | -14.25 | 766
floorplan | 0.960 | - | 0 | 487
-- registers in the layout, indices dropped and copies added, names as in the netlist --
| signal | flops |
|---|---|
| sram.Mem | 1 |
| sram.Mem_column0 | 1 |
-- cells in the final DEF (no fill, tap or decap), types with 12 or more instances in the layout --
cell type / instances
sky130_fd_sc_hd__buf_4: 156
sky130_fd_sc_hd__buf_6: 18
sky130_fd_sc_hd__a21o_1: 18
sky130_fd_sc_hd__xnor2_1: 13
sky130_fd_sc_hd__ha_1: 52
sky130_fd_sc_hd__nor2_1: 12
sky130_fd_sc_hd__a21oi_2: 13
sky130_fd_sc_hd__inv_1: 97
sky130_fd_sc_hd__ha_4: 14
sky130_fd_sc_hd__a21oi_1: 21
sky130_fd_sc_hd__buf_2: 12
sky130_fd_sc_hd__nand2_1: 16
sky130_fd_sc_hd__fa_1: 55
-- timing repair --
action	4_1_cts	5_1_grt
setup buffers	43	11
pin swaps	88	33
setup endpoints to repair	13	13
endpoints found under the hold margin	0	0
resized	155	35
Power figures rest on the tool's default switching activity, not on a simulated workload.
